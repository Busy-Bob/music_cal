`design/flow/run.sh`:
```
#!/bin/bash
# OpenROAD 26Q1-2900-gdf79404cd8, Yosys 0.63+post, stock flow scripts
make -C /OpenROAD-flow-scripts/flow DESIGN_CONFIG=/design/flow/config.mk WORK_HOME=/design/flow/orfs finish
```
`design/flow/config.mk`:
```
export PLATFORM = sky130hd
export DESIGN_NAME = alu
export DESIGN_NICKNAME = alu
export VERILOG_FILES = /design/flow/design.v
export SDC_FILE = /design/flow/constraint.sdc
export NUM_CORES = 4
export LEC_CHECK = 1
export CORE_AREA = 10 10 97 97
export DIE_AREA = 0 0 107 107
```
`design/flow/constraint.sdc`:
```
current_design alu

set clk_period 7.5
set clk_io_pct 0.2

create_clock -name clk0 -period $clk_period

set non_clock_inputs [all_inputs -no_clocks]
set_input_delay [expr $clk_period * $clk_io_pct] -clock clk0 $non_clock_inputs
set_output_delay [expr $clk_period * $clk_io_pct] -clock clk0 [all_outputs]
```
`design/flow/design.v`:
```
module alu(input [3:0] IN_CS, input [7:0] IN_data_a, input [7:0] IN_data_b, input IN_carry_in,
			output reg [7:0] OUT_S, output reg OUT_zero, output reg OUT_carry_out);
	always @(*)
	begin
	if(IN_CS == 4'hA)
	begin
		{OUT_carry_out,OUT_S} = IN_data_a + IN_data_b + IN_carry_in;
		if(OUT_S == 0)
			OUT_zero = 1'b1;
		else
			OUT_zero = 1'b0;
	end
	else if(IN_CS == 4'hB)
	begin
		{OUT_carry_out,OUT_S} = IN_data_a - IN_data_b - IN_carry_in;
		if(OUT_carry_out == 1'b1)
			OUT_S = ~OUT_S + 8'h01;
		else
			OUT_S = OUT_S;
		if(OUT_S == 0)
			OUT_zero = 1'b1;
		else
			OUT_zero = 1'b0;
	end
	else if(IN_CS == 4'hC)
	begin
		OUT_S = IN_data_a & IN_data_b;
		OUT_carry_out = 0;
		if(OUT_S == 0)
			OUT_zero = 1'b1;
		else
			OUT_zero = 1'b0;
	end
	else if(IN_CS == 4'hD)
	begin
		OUT_S = IN_data_a | IN_data_b;
		OUT_carry_out = 0;
		if(OUT_S == 0)
			OUT_zero = 1'b1;
		else
			OUT_zero = 1'b0;
	end
	else if(IN_CS == 4'hE)
		begin
		{OUT_carry_out,OUT_S} = IN_data_a - IN_data_b;
		OUT_zero = 1'b0;
		end
	else
		begin
			OUT_carry_out = 0;
			OUT_S = 0;
			OUT_zero = 0;
		end
	end
endmodule 
```
==> impl_metrics.json <==
{
  "outcome": "complete, no violations",
  "synthToLayoutAreaGrowth_pct": 23.6,
  "cts_hold_buf": 0,
  "initial_utilization": 0.234,
  "hold_class": "primary input to output port",
  "die.size.x_um": 107,
  "timing.final.ws_setup_ns": 0.537,
  "yosysWarningCount": 1,
  "finalWeightedCongestion": 0.940,
  "antenna_violations_before_repair": 0,
  "post-dp-hpwl_mm": 4.65,
  "postRouteAntennaNets": 0,
  "p_per_area_nw_per_um2": 88.5,
  "wl_per_cell_um": 14.3,
  "routed_wirelength_mm": 5.33,
  "post_cts_buffers": 0,
  "chip_area_um2": 11400,
  "grt_pass1_wl_mm": 8.94,
  "leakage_power_of_the_design_nw": 0.899,
  "ioPinCount": 31,
  "setup_viol": 0,
  "rsz0062_at_grt": "no",
  "postSynthSeqShare": 0,
  "syn_area_per_cell_um2": 6.86,
  "worst_ep_arrival_time_ns": 5.46,
  "synthesis.instances": 249,
  "post_route_cells_drive_above_1_share": 0.0547,
  "std_cell_rows": 31,
  "vias_in_the_first_global_route": 1884,
  "layout_worst_path_cycle_share": 0.928,
  "final.setup.tns_ns": 0,
  "nature_of_the_critical_path_endpoint": "output port",
  "cts-resized-gates": 0,
  "synth.distinct_cells": 52,
  "crit_path_start_kind": "primary input",
  "required_ns": 6.00,
  "timing.fmax_mhz": 144,
  "drt-pass1-iter-count": 6,
  "grt_start_max_net_pins": 21,
  "place_ws_ns": 0.538,
  "log.warning_count": 49,
  "syn_area_um2": 1710,
  "worst_pin_slew_ns": 0.882,
  "power.ir.vdd_worst_mv": 0.0273,
  "slew_headroom": 0.407,
  "final-seq-area_um2": 0,
  "vias_per_cell": 4.96,
  "die_height_um": 107,
  "drc": 0,
  "layout.sequential_cells": 0,
  "vias": 1850,
  "port-buffer-count": 31,
  "core_area_um2": 7290,
  "critical-path-slowest-cell": "sky130_fd_sc_hd__clkdlybuf4s50_1",
  "max_cap_violations": 0,
  "category_of_the_most_critical_setup_path": "primary input to output port",
  "drt-initial-drc-count": 122,
  "slew_violations": 0,
  "finalCriticalPeriod_ns": 6.96,
  "gr-usage-all-layers": 0.0928,
  "yosys-stat-cells": 249,
  "grt.overflow.total": 0,
  "worstPathMaxFanout": 8,
  "cp_slowest_stage_delay_ns": 0.48,
  "n_clock_buffer": 0,
  "yosys_reported_design_area_after_synthesis_um2": 1710,
  "timing.critical_path.cells": "clkdlybuf4s50_1, inv_1, ha_1, fa_1, nor3_1, nor4_1, nor4_4, nand4bb_4, nor4_4, nor2_2, or3_1, a211oi_1, a41o_1, clkdlybuf4s50_1",
  "power_total_mw": 0.187,
  "timing_hold_violations_final": 0,
  "n_antenna_cell": 0
}
## where the power goes
group	internal [mW]	switching, mW
clock network	0	0
registers	0	0
logic	0.0815	0.105
total	0.0815	0.105
## per-stage QoR
stage | instance area [um^2] | util | hold WS [ns] | std cells
2_1_floorplan | 1710 | - | 3.12 | 249
3_3_place_gp | 2110 | 0.289 | 4.07 | 373
3_5_place_dp | 2110 | 0.289 | 4.07 | 373
4_1_cts | 2110 | 0.289 | 4.07 | 373
5_1_grt | 2110 | 0.289 | 4.12 | 373
6_report | 2110 | 0.289 | 4.06 | 373
## synth_stat cells, types with 5 or more instances
master | n | area share
sky130_fd_sc_hd__nand2_1 | 15 | 0.033
sky130_fd_sc_hd__ha_1 | 27 | 0.20
sky130_fd_sc_hd__xor2_1 | 7 | 0.036
sky130_fd_sc_hd__nor2_1 | 32 | 0.070
sky130_fd_sc_hd__nor3_1 | 7 | 0.021
sky130_fd_sc_hd__inv_1 | 26 | 0.057
sky130_fd_sc_hd__o21ai_0 | 11 | 0.032
sky130_fd_sc_hd__a21oi_1 | 23 | 0.067
sky130_fd_sc_hd__o22ai_1 | 7 | 0.026
sky130_fd_sc_hd__nor2b_1 | 5 | 0.018
sky130_fd_sc_hd__xnor2_1 | 14 | 0.072
sky130_fd_sc_hd__nand3_1 | 7 | 0.021
## critical path, delay by kind of cell
family	cells	cell delay (ns)
simple gates	7	1.79
compound gates	2	0.44
buf+inv	3	1.03
fa+ha+maj	2	0.69
## metal layers
metal	part of all wire	GRT usage	up-vias
met3	0.050	0.00546	13
met2	0.46	0.157	58
met5	0	0	-
met4	0.031	0.0280	0
li1	-	-	938
met1	0.46	0.124	841
## cell usage in the layout, fill, tap and decap left out, types with 2 or more instances in the layout
master                            count
sky130_fd_sc_hd__clkdlybuf4s50_1     31
sky130_fd_sc_hd__o22ai_1              7
sky130_fd_sc_hd__nor2b_1              5
sky130_fd_sc_hd__nand2b_1             2
sky130_fd_sc_hd__or2_2                3
sky130_fd_sc_hd__nor3_1               7
sky130_fd_sc_hd__o21bai_1             4
sky130_fd_sc_hd__inv_1               26
sky130_fd_sc_hd__or3_1                3
sky130_fd_sc_hd__a211oi_1             4
sky130_fd_sc_hd__o21a_1               2
sky130_fd_sc_hd__o21ai_0             11
sky130_fd_sc_hd__a21oi_1             23
sky130_fd_sc_hd__nor2_1              32
sky130_fd_sc_hd__nor4_4               2
sky130_fd_sc_hd__o31ai_1              4
sky130_fd_sc_hd__xor2_1               7
sky130_fd_sc_hd__nand3_1              7
sky130_fd_sc_hd__xnor2_1             14
sky130_fd_sc_hd__a21o_1               2
sky130_fd_sc_hd__mux2i_1              2
sky130_fd_sc_hd__nand4_1              3
sky130_fd_sc_hd__nand2_1             15
sky130_fd_sc_hd__fa_1                 3
sky130_fd_sc_hd__nor4_1               4
sky130_fd_sc_hd__ha_1                27
## worst paths after layout
check / startpoint / to / slack [ns] / depth (start not counted)
max: IN_data_a[0] / OUT_zero / 0.54 / 14
min: IN_CS[3] / OUT_S[0] / 4.06 / 4
## cells by family after synthesis
family,synth area share
xor gates and xnor gates,0.108
buffers and inverters,0.0754
and+or+nand+nor,0.284
AOI/OAI and AO/OA,0.281
muxes,0.0183
adders and majority gates,0.233
## cell type report
class              count  area [um^2]
multi-input cells    217         1580
repair buffers        31          310
inverters             26         97.6
well taps             99          124
fillers              806         5180
Power figures rest on the tool's default switching activity, not on a simulated workload.
