===== /design/flow/config.mk =====
export PLATFORM = sky130hd
export DESIGN_NAME = anti_shake
export DESIGN_NICKNAME = anti_shake
export VERILOG_FILES = /design/flow/design.v
export SDC_FILE = /design/flow/constraint.sdc
export NUM_CORES = 4
export LEC_CHECK = 1
export CORE_AREA = 10 10 70 70
export DIE_AREA = 0 0 80 80

===== /design/flow/constraint.sdc =====
current_design anti_shake

set clk_period 1.8
set clk_io_pct 0.2

create_clock -name clk0 -period $clk_period [get_ports {IN_clk}]

set non_clock_inputs [all_inputs -no_clocks]
set_input_delay [expr $clk_period * $clk_io_pct] -clock clk0 $non_clock_inputs
set_output_delay [expr $clk_period * $clk_io_pct] -clock clk0 [all_outputs]

===== /design/flow/design.v =====
module anti_shake(input IN_clk, input [3:0] IN_value, input IN_key,
					output reg [3:0] OUT_value, output reg OUT_key);
	reg [3:0] temp_value;
	reg state;
	parameter s0 = 0, s1 = 1;
	always@(*)
	begin
		OUT_value = IN_value;
	end
	always @(posedge IN_clk)
	begin
		if(IN_key)
			state <= s1;
		else
			state <= s0;
	end
	always @(posedge IN_clk)
	begin
	case(state)
	s0:begin
		temp_value <= IN_value;
		if(temp_value == IN_value)
		begin
			OUT_key <= IN_key; 
		end
		else
		begin
			OUT_key <= 1; 
		end
		end
	s1:begin
		temp_value <= IN_value;
		if(temp_value == IN_value)
		begin
			OUT_key <= 0; 
		end
		else
		begin
			OUT_key <= 1; 
		end
		end
	endcase
	end
endmodule

===== /design/flow/run.sh =====
#!/bin/bash
# OpenROAD 26Q1-2900-gdf79404cd8, Yosys 0.63+post, stock flow scripts
make -C /OpenROAD-flow-scripts/flow DESIGN_CONFIG=/design/flow/config.mk WORK_HOME=/design/flow/orfs finish

==> impl_metrics.csv <==
group,metric,value,unit
floorplan,ios,11,
power_and_ir_drop,power_density,809,nW/um2
clocking,cts_hold_buf,0,
power_and_ir_drop,leakagePower,0.131,nW
power_and_ir_drop,seqPwrFrac,0.473,
grt,grt_pass1_wl,772,um
final_layout,logic_area,46.3,um2
power_and_ir_drop,clkPwrFrac,0.397,
worst_setup_path,critPathMaxFanout,3,
floorplan,die_x,80,um
clocking,cts_tree,"built",
power_and_ir_drop,swShare,0.193,
grt,grtUsageMet2,0.0120,
placed_design,finalWeightedCongestion,0.671,
grt,use_met3,0.0205,
min_path,min-delay-start,"temp_value[2]$_DFF_P_",
sta,final_max_slew_viol_count,0,
final_layout,drive_gt1_frac,0.241,
clocking,clock_path_buffers,2,
synth,yosysUniqueCellTypes,7,
detailed_routing,antenna_left,0,
clocking,path_clk_slew,0.04,ns
synth,ys_ff,6,
placed_design,dp_hpwl,381,um
grt,grt_use_total,0.0162,
worst_setup_path,rr_worst_depth,3,
sta,rsz0062_at_grt,"false",
min_path,whs_path_depth,2,
clocking,clock_latency,0.24,ns
floorplan,fp-utilization,0.0590,
worst_setup_path,rr_endpoint,"OUT_key$_DFF_P_",
worst_setup_path,critical_path.slowest_cell,"clkdlybuf4s50_1",
sta,fin_skew,0.00197,ns
placed_design,port_buffers,10,
final_layout,n_fill_cell,397,
flow_run,warnings,25,
worst_setup_path,critPathKind,"primary input to output port",
sta,fin_crit_sh,0.952,
synth,synth_warnings,1,
detailed_routing,vias,143,
grt,grt_max_degree,4,
clocking,clock-sinks,6,
min_path,hold_path_class,"flip-flop to flip-flop",
clocking,cts_resized,0,
worst_setup_path,required,1.44,ns
sta,setup_violations,0,
worst_setup_path,critPathTopFamily,"buffers and inverters",
synth,ys_cells,17,
grt,grt_use_met1,0.0233,
sta,fmax,584,MHz
final_layout,area_growth,85.7,%
detailed_routing,wl,479,um
synth,ys_chip_area,201,um2
detailed_routing,antenna_cells,0,
placed_design,placed_area,352,um2
worst_setup_path,crit_top_cell,"clkdlybuf4s50_1",
worst_setup_path,cp-end-kind,"output port",
sta,period_minus_slack,1.71,ns
worst_setup_path,crit_buf_inv,2,
clocking,numCtsBuffers,3,
clocking,cts-htree-levels,1,
detailed_routing,drc,0,
min_path,min_to,"OUT_key$_DFF_P_",
final_layout,final_cell_area,374,um2
clocking,postCtsSetupBuffers,0,
synth,ys_seq_share,0.596,
synth,syn_avg_cell_area,11.8,um2
detailed_routing,wl_per_cell,6.39,um
synth,synth.cell_area,201,um2
sta,setup_tns,0,ns
detailed_routing,drtIter0Drc,3,
grt,antenna_found_initial,0,
synth,synthCells,17,
floorplan,die_area,6400,um2
floorplan,rows,21,
worst_setup_path,slowest_delay,0.51,ns
power_and_ir_drop,internal-power,244,uW
final_layout,final-seq-area,120,um2
floorplan,core,3420,um2
worst_setup_path,crit_arrival,1.35,ns
power_and_ir_drop,peakVddDrop,0.000359,V
power_and_ir_drop,switchingPower,58.4,uW
run_status,status,"finished clean",
worst_setup_path,worstPathCellList,"clkdlybuf4s50_1 -> clkdlybuf4s50_1",
worst_setup_path,regToRegSetupSlack,1.01,ns
grt,grt_busiest_layer,"met1",
worst_setup_path,crit-reg2reg-launch,"temp_value[0]$_DFF_P_",
grt,grt_overflow_total,0,
clocking,cts_root_buffer,"clkbuf_4",
detailed_routing,drt-pass1-iter-count,2,
worst_setup_path,worstSetupStartpointType,"primary input",
sta,hold_viol,0,
sta,worst_slew_margin_rel,0.897,
grt,grt_pass1_vias,170,
power_and_ir_drop,comb_power_share,0.130,
sta,worst_pin_slew,0.153,ns
detailed_routing,via_per_inst,1.91,
floorplan,die_h,80,um
flow_run,drv_cap,0,
worst max-delay path by stage:
stage,start,to,slack [ns],depth (start not counted)
final,IN_value[0],OUT_value[0],0.09,2
after global routing,IN_value[0],OUT_value[0],0.04,2
after CTS,IN_value[0],OUT_value[0],0.07,2
state kept, by name, indices dropped and copies added (netlist names):
| name | count |
|---|---|
| state | 1 |
| temp_value | 4 |
| OUT_key | 1 |
power by group through the flow:
stage                 Combinational [mW]  Clock, mW  Sequential, mW
after CTS                         0.0404      0.126           0.143
final                             0.0393      0.120           0.143
after global routing              0.0430      0.137           0.144
placed cells by master, fill, tap and decap left out:
cell type	netlist	routed
a21oi_1	1	1
clkdlybuf4s50_1	0	10
clkbuf_4	0	3
dfxtp_1	6	6
clkinvlp_2	1	1
xnor2_1	3	3
xor2_1	1	1
buf_4	4	3
nand4_1	1	1
layout make-up:
class,instances,share of cell area
flip-flops and latches,6,0.321
clock buffers,3,0.0602
multi-input cells,6,0.124
repair buffers,13,0.328
well taps,46,0.154
inverters,1,0.0134
cells in the mapped netlist:
master | n | area, um2
xnor2_1 | 3 | 26.3
a21oi_1 | 1 | 5.00
xor2_1 | 1 | 8.76
clkinvlp_2 | 1 | 5.00
dfxtp_1 | 6 | 120
buf_4 | 4 | 30.0
nand4_1 | 1 | 6.26
stage by stage:
stage | setup WS, ns | utilization | instances | hold WS, ns | power, mW
after floorplan | 0.982 | - | 17 | 0.388 | 0.159
after global placement | 0.0936 | 0.103 | 72 | 0.449 | 0.185
after detailed placement | 0.0784 | 0.103 | 72 | 0.450 | 0.185
after CTS | 0.0687 | 0.110 | 75 | 0.472 | 0.310
after global routing | 0.0373 | 0.110 | 75 | 0.500 | 0.324
final | 0.0863 | 0.110 | 75 | 0.475 | 0.303
per-layer routing:
layer,up-vias,part of all wire
met4,0,0
met5,-,0
met1,56,0.63
met2,13,0.19
li1,74,-
met3,0,0.18
logic make-up (layout without fill, tap and decap cells):
logic type             count (synthesis)  count (layout)  synth area share
AND/OR/NAND/NOR                        1               1            0.0311
AND-OR/OR-AND                          1               1            0.0248
buffers and inverters                  5              17             0.174
XOR/XNOR                               4               4             0.174
flip-flops                             6               6             0.596
Power and IR drop assume default switching activity.
